==> flow/design.v <==
module vga_gen (i_clk_27, i_on, i_arst, o_active_area, o_image_active, o_hcnt, o_vcnt, o_hsync, o_vsync, o_blank, o_sync);
input i_clk_27;
input i_on;
input i_arst;
output wire o_active_area;
output wire o_image_active;
output reg [9:0] o_hcnt;
output reg [9:0] o_vcnt;	
output wire o_hsync; 
output wire o_vsync;
output wire o_blank;
output wire o_sync;
parameter h_sync = 95;			 
parameter h_back_porch = 48;	 
parameter h_active = 635;		 
parameter h_front_porch = 15;	 
parameter h_before_blank_end = h_sync + h_back_porch;
parameter h_after_blank_start = h_sync + h_back_porch + h_active;
parameter h_total = h_sync + h_back_porch + h_active + h_front_porch;
parameter v_sync = 2;			 
parameter v_back_porch = 33;	 
parameter v_active = 480;		 
parameter v_front_porch = 10;	 
parameter v_before_blank_end = v_sync + v_back_porch;
parameter v_after_blank_start = v_sync + v_back_porch + v_active;
parameter v_total = v_sync + v_back_porch + v_active + v_front_porch;
wire h_blank, v_blank;
assign h_blank = ~((o_hcnt < h_before_blank_end) | (o_hcnt >= h_after_blank_start));
assign v_blank = ~((o_vcnt < v_before_blank_end) | (o_vcnt >= v_after_blank_start));
assign o_hsync = (o_hcnt < h_sync) ? 1'b0 : 1'b1;	 
assign o_vsync = (o_vcnt < v_sync) ? 1'b0 : 1'b1;	 
assign o_blank = (h_blank | v_blank);
assign o_sync = 1'b0;							 
assign o_active_area = ((o_hcnt >= h_before_blank_end) && (o_hcnt < h_after_blank_start) && (o_vcnt >= v_before_blank_end) && (o_vcnt < v_after_blank_start));		
parameter h_image_start = h_sync + h_back_porch;
parameter h_image_end = h_sync + h_back_porch + 8'd128;
parameter v_image_start = v_sync + v_back_porch;
parameter v_image_end = v_sync + v_back_porch + 8'd160;
assign o_image_active = ((o_hcnt >= h_image_start) && (o_hcnt < h_image_end) && (o_vcnt >= v_image_start) && (o_vcnt < v_image_end));		
always @(posedge i_clk_27, negedge i_arst) begin 	
	if (~i_arst) begin
		o_hcnt <= {10{1'b0}};
		o_vcnt <= {10{1'b0}};
	end else begin 
		if (i_on) begin
			if (o_hcnt < h_total - 1) begin
				o_hcnt <= o_hcnt + 1'b1;
			end else begin 
				o_hcnt <= {10{1'b0}};
				if (o_vcnt < v_total - 1) begin 
					o_vcnt <= o_vcnt  + 1'b1;
				end else begin
					o_vcnt <= {10{1'b0}};
				end
			end
		end else begin
			o_hcnt <= {10{1'b0}};
			o_vcnt <= {10{1'b0}};
		end
	end
end
endmodule
==> flow/run.sh <==
#!/bin/bash
# OpenROAD 26Q1-2900-gdf79404cd8, Yosys 0.63+post, stock flow scripts
make -C /OpenROAD-flow-scripts/flow DESIGN_CONFIG=/design/flow/config.mk WORK_HOME=/design/flow/orfs finish
==> flow/config.mk <==
export PLATFORM = sky130hd
export DESIGN_NAME = vga_gen
export DESIGN_NICKNAME = vga_gen
export VERILOG_FILES = /design/flow/design.v
export SDC_FILE = /design/flow/constraint.sdc
export NUM_CORES = 4
export LEC_CHECK = 1
export CORE_AREA = 10 10 97 97
export DIE_AREA = 0 0 107 107
==> flow/constraint.sdc <==
current_design vga_gen

set clk_period 4.1
set clk_io_pct 0.2

create_clock -name clk0 -period $clk_period [get_ports {i_clk_27}]

set non_clock_inputs [all_inputs -no_clocks]
set_input_delay [expr $clk_period * $clk_io_pct] -clock clk0 $non_clock_inputs
set_output_delay [expr $clk_period * $clk_io_pct] -clock clk0 [all_outputs]
==> results.txt <==
Implementation results

The flow ran to the end, and the final reports show no timing, DRC or antenna violations. In this run the tools logged warnings totalling 26. The setup slack of the critical path after layout is 868.7 ps. On the critical path the data arrives at 2410 ps. Across every metal layer, demand over resource in global routing totals 5.846%.

Per the timing report, the achievable frequency comes out to 0.3095 GHz. The via count of the first global-routing pass is 1,083. The TritonCTS sink count is 20. The number of slew-limit violations in the final report is 0. Summed over all cells, the static leakage comes to 0.6606 nW. The number of cells in the yosys synthesis report is 132. Entering global routing, the biggest net connects 21 pins. The ratio of routed vias to standard cells is 4.225.

Of all flip-flops after synthesis, the portion carrying an async set or reset was 100.0%. The count of TritonRoute iterations in the first routing pass is 6. Counting the warning lines in the Yosys log gives 1. Synthesis handed over a netlist of 132 instances.

The post-synthesis cell type count is 44. In the setup report, the worst path falls into the class reg -> out. The floorplan report gives the top-level pin count as 29. The number of hold-slack violations in the final timing report is 0. The y dimension of the die is 107 µm. Once layout is complete, the utilization of the core stands at 22.99%.

The count of nets left with antenna violations after detail routing is 0. The starting DRC count in detailed routing is 67. Post-synthesis, Yosys gives the total cell area as 1255 µm².

Setup repair after global routing left no endpoint under its margin. Counting along the longest clock path gives a buffer depth of 2. The filler cell count is 796. The initial utilization of the core area, before any placement, comes to 17.21%. In this run, post-CTS hold repair placed 0 buffers. The overall die width is 107 µm. The routed layout reports a DRC error count of 0. The final layout reports a setup TNS of 0 ps. The post-layout instance count excluding filler cells is 258. The hold slack is 515.2 ps.

According to the dpl log, the detail-placed design has an HPWL of 2.485 mm. In this run the full chip footprint comes out at 11,450 µm². The cell count after placement is 255. Summing every instance area after synthesis gives 1255 µm².

Clock-pin slew was measured on the worst setup and hold paths at 70 ps. TritonCTS built the clock tree. The max-cap violation count is 0. Per the gpl log, the routability congestion estimate is 0.8341. The count of standard-cell rows is 31. The element type at the critical path end is an output pin. The first-pass GRT wire length is 5.644 mm.

The final timing report lists clock skew as 3.960 ps. The largest total area in the synthesized netlist belongs to sky130_fd_sc_hd__dfrtp_1. The final-report setup violation count is 0. The class of the most critical hold timing path is reg -> reg. Per the power-grid run, VDD falls by no more than 85.71 µV. In the Yosys report, the sequential cells make up 39.88% of the chip area. The worst setup path is launched from a register. After floorplanning, the core was sized to cover 7292 µm².

The fraction of the cycle the final worst path needs is 78.81%. The power density of the placed cells is 221.5 nW/µm². The smallest clock period supported by the final layout is computed as 3231 ps. Per the CTS log, the maximum H-tree level is 1. The clock latency reported for the late side of the worst-skew pair is 260 ps. The fraction of final layout cells with drive strength greater than 1 is 6.918%. The post-synthesis to final-layout area growth is 33.60%. 0 antenna diodes ended up in the layout.

The required time at the worst-slack endpoint is 3280 ps. The count of buffers from port buffering is 27. The relative slew slack is 47.90%. In the post-synthesis netlist, the biggest area contributors are sky130_fd_sc_hd__dfrtp_1, sky130_fd_sc_hd__nor2_1, sky130_fd_sc_hd__a22o_1. For the pin with the worst max-slew slack, the measured transition is 781.3 ps. Counting the buffers created by CTS gives 3. Post-CTS repair changed the size of 0 cells.

The detailed-route wire length is 3.348 mm. The worst-case setup slack after placement is 1137 ps. Per the repair_timing log after CTS, setup buffers inserted total 0.

The post-detailed-route wirelength per cell is 12.98 µm. The synthesized design contains 0 enable-type register cells. The top fanout value on the critical path is 5. The dominant register cell in the synthesized netlist is sky130_fd_sc_hd__dfrtp_1. Per the synthesis report, the single largest cell type by area occupies 39.88% of cell area. The post-synthesis area per instance is 9.507 µm². Per the GRT congestion report, total overflow comes to 0. The number of antenna violations at the first check in global routing is 0. Yosys reported a register bit count of 20. The routed via count is 1,090. The root buffer cell chosen for the clock tree is sky130_fd_sc_hd__clkbuf_8.
## stage by stage
step                total power (W)  instance area (µm²)
floorplan                 0.0002236                 1255
global placement          0.0002461                 1635
detailed placement        0.0002464                 1635
CTS                       0.0003764                 1677
global route              0.0003908                 1677
finish                    0.0003714                 1677
## cell type report
class                   instances  area [µm²]  area share, %
clock buffers                   3       41.29          2.463
flip-flops and latches         20       500.5          29.85
multi-input cells             103       714.4          42.61
inverters                       5       18.77          1.119
repair buffers                 28       277.8          16.57
well taps                      99       123.9          7.388
## worst paths after layout
check                      startpoint        end  slack (ps)  cells after the start
max in group asynchronous      i_arst  o_hcnt[2]        2980                      2
hold reg to reg             o_hcnt[0]  o_hcnt[0]         520                      1
min in group asynchronous      i_arst  o_vcnt[8]         900                      2
setup / recovery            o_hcnt[0]    o_blank         870                      6
hold / removal              o_hcnt[0]  o_hcnt[0]         520                      1
setup reg to reg            o_hcnt[8]  o_vcnt[0]        2120                      4
## logic make-up (layout without fill, tap and decap cells)
| logic type | after synthesis | after routing | share of synthesized area (%) |
|---|---|---|---|
| buf+inv | 9 | 36 | 3.191 |
| other cells | 1 | 1 | 0.2988 |
| compound gates | 32 | 32 | 22.33 |
| mux | 1 | 1 | 0.8972 |
| xor+xnor | 7 | 7 | 4.885 |
| flops | 20 | 20 | 39.88 |
| simple gates | 59 | 59 | 25.52 |
| fa+ha+maj | 3 | 3 | 2.991 |
## Yosys cell counts, types with 4 or more instances
cell type / n
sky130_fd_sc_hd__xnor2_1: 5
sky130_fd_sc_hd__dfrtp_1: 20
sky130_fd_sc_hd__o21ai_0: 4
sky130_fd_sc_hd__nor2_1: 16
sky130_fd_sc_hd__and3_1: 5
sky130_fd_sc_hd__nand2_1: 7
sky130_fd_sc_hd__a22o_1: 6
sky130_fd_sc_hd__inv_1: 5
sky130_fd_sc_hd__nor2b_1: 5
sky130_fd_sc_hd__nor3_1: 7
sky130_fd_sc_hd__nand3_1: 4
## worst max-delay path: stages (launching register included)
cell,delay (ps)
sky130_fd_sc_hd__dfrtp_1,420
sky130_fd_sc_hd__ha_1,260
sky130_fd_sc_hd__and3_1,230
sky130_fd_sc_hd__or4_1,420
sky130_fd_sc_hd__a211oi_2,290
sky130_fd_sc_hd__o31ai_1,110
sky130_fd_sc_hd__clkdlybuf4s50_1,420
## routing by layer
layer	wire length, µm	vias up	track usage [%]
li1	-	544	-
met1	1499	523	7.675
met2	1697	19	10.01
met3	92	4	0.7884
met4	59	0	1.257
met5	0	-	0
## power breakdown
| group | total (W) | internal [W] | switching (W) | leakage, nW |
|---|---|---|---|---|
| clock | 0.000130 | 0.0000654 | 0.0000648 | 0.0216 |
| sequential | 0.000206 | 0.000200 | 0.00000547 | 0.276 |
| combinational | 0.0000353 | 0.0000182 | 0.0000171 | 0.363 |
## cells in the final DEF (no fill, tap or decap), types with 3 or more instances in the layout
master,Yosys,final
sky130_fd_sc_hd__dfrtp_1,20,20
sky130_fd_sc_hd__xnor2_1,5,5
sky130_fd_sc_hd__o21ai_0,4,4
sky130_fd_sc_hd__nand3_1,4,4
sky130_fd_sc_hd__o21ai_1,3,3
sky130_fd_sc_hd__ha_1,3,3
sky130_fd_sc_hd__a31oi_1,3,3
sky130_fd_sc_hd__nand4_1,3,3
sky130_fd_sc_hd__nor2b_1,5,5
sky130_fd_sc_hd__nor3_1,7,7
sky130_fd_sc_hd__nand2_1,7,7
sky130_fd_sc_hd__clkbuf_8,0,3
sky130_fd_sc_hd__a22o_1,6,6
sky130_fd_sc_hd__inv_1,5,5
sky130_fd_sc_hd__nor2_1,16,16
sky130_fd_sc_hd__clkdlybuf4s50_1,0,27
sky130_fd_sc_hd__and3_1,5,5
## registers in the layout (all words and copies together) (netlist names)
name    flops
o_vcnt     10
o_hcnt     10
Power is estimated from default activity; no workload was simulated.
