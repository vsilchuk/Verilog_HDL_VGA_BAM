`flow/config.mk`:
```
export PLATFORM = sky130hd
export DESIGN_NAME = BAM
export DESIGN_NICKNAME = BAM
export VERILOG_FILES = /design/flow/design.v
export SDC_FILE = /design/flow/constraint.sdc
export NUM_CORES = 4
export LEC_CHECK = 1
export CORE_UTILIZATION = 30
```
`flow/constraint.sdc`:
```
current_design BAM

set clk_period 4.3
set clk_io_pct 0.2

create_clock -name clk0 -period $clk_period [get_ports {i_clk}]

set non_clock_inputs [all_inputs -no_clocks]
set_input_delay [expr $clk_period * $clk_io_pct] -clock clk0 $non_clock_inputs
set_output_delay [expr $clk_period * $clk_io_pct] -clock clk0 [all_outputs]
```
`flow/design.v`:
```
module BAM(i_clk, i_arst, i_on, i_presc_mode, i_duty_cycle, o_bam_enable, o_signal);
input i_clk;							 
input i_arst;							 
input i_on;								 
input [2:0] i_presc_mode;				 
input [7:0] i_duty_cycle;				 
output o_bam_enable;					 
output o_signal;						 
wire clock_enable;						 
reg [7:0] counter;						 
reg [2:0] current_bit;					 
assign o_bam_enable = i_on;				 
assign o_signal = ((i_duty_cycle[current_bit]) & i_on) ? 1'b1 : 1'b0;
wire [6:0] divide_by;
assign divide_by = 2**i_presc_mode - 1;
reg [6:0] divide_by_buff;
always @(posedge i_clk, posedge i_arst) begin				
	if(i_arst) begin
		divide_by_buff <= {7{1'b0}};			 
	end else if(~i_on) begin
		divide_by_buff <= {7{1'b0}};
	end else begin
		divide_by_buff <= divide_by;			 
	end
end
wire divide_by_state;							
assign divide_by_state = (~(divide_by_buff == divide_by) & clock_enable);	 
clk_prescaler prescaler_inst(.i_clk(i_clk),
				.i_arst(i_arst),
				.i_on(i_on),
				.i_divide_by(divide_by),
				.o_clk_enable(clock_enable));
wire [7:0] max_cnt;						 
assign max_cnt = 2**current_bit - 1;
wire max_cnt_rst;						 
assign max_cnt_rst = ((counter == max_cnt) & clock_enable);	 
reg [7:0] duty_cycle_buff;					 
always @(posedge i_clk, posedge i_arst) begin				
	if(i_arst) begin
		duty_cycle_buff <= {8{1'b0}};			 
	end else if(~i_on) begin
		duty_cycle_buff <= {8{1'b0}};
	end else begin
		duty_cycle_buff <= i_duty_cycle;		 
	end
end
wire duty_cycle_state;
assign duty_cycle_state = (~(duty_cycle_buff == i_duty_cycle) & clock_enable);	 
always @(posedge i_clk, posedge i_arst) begin
	if(i_arst) begin
		counter <= {8{1'b0}};
	end else if((~i_on) | max_cnt_rst | duty_cycle_state | divide_by_state) begin
		counter <= {8{1'b0}};				
	end else begin
		if(clock_enable) begin
			counter <= counter + 1'b1;
		end else begin
			counter <= counter;			 
		end
	end
end
always @(posedge i_clk, posedge i_arst) begin		
	if(i_arst) begin
		current_bit <= {3{1'b1}};			 
	end else if((~i_on) | duty_cycle_state | divide_by_state) begin
		current_bit <= {3{1'b1}};
	end else begin
		if(max_cnt_rst) begin
			current_bit <= current_bit - 1'b1;	 
		end else begin
			current_bit <= current_bit;		 
		end
	end
end
endmodule
module clk_prescaler(i_clk, i_arst, i_on, i_divide_by, o_clk_enable);
input i_clk;							 
input i_arst;							 
input i_on;							 
input [6:0] i_divide_by;					 
output o_clk_enable;						 
reg [6:0] counter;						 
reg [6:0] buffer;						 
assign o_clk_enable = (i_on & (counter == buffer));		 
always @(posedge i_clk, posedge i_arst) begin
	if(i_arst) begin
		buffer <= {7{1'b0}};				 
	end else if(~i_on) begin
		buffer <= {7{1'b0}};				 
	end else begin
		buffer <= i_divide_by;				 
	end
end
wire is_not_changed;
assign is_not_changed = (buffer == i_divide_by);		 
always @(posedge i_clk, posedge i_arst) begin
	if(i_arst) begin
		counter <= {7{1'b0}};
	end else if((~i_on) | (~is_not_changed)) begin
		counter <= {7{1'b0}};							
	end else begin
		if(o_clk_enable) begin			
			counter <= {7{1'b0}};
		end else begin
			if(i_on) begin				 
				counter <= counter + 1'b1;	 
			end else begin
				counter <= {7{1'b0}};		 
			end
		end
	end
end
endmodule
```
`flow/run.sh`:
```
#!/bin/bash
# OpenROAD 26Q1-2900-gdf79404cd8, Yosys 0.63+post, stock flow scripts
make -C /OpenROAD-flow-scripts/flow DESIGN_CONFIG=/design/flow/config.mk WORK_HOME=/design/flow/orfs finish
```
==> flow_metrics.tcl <==
# yosys + openroad results
set metrics [dict create \
    drt_wl_total_um 4060 \
    die_area_um2 7480 \
    die_w_um 86.5 \
    n_fill_cell 686 \
    grt_usage_pct 12.2 \
    power.total_mw 0.689 \
    route.antenna.diode_count 0 \
    place_ws_ns 0.659 \
    grt_pass1_vias 1549 \
    vias 1546 \
    antenna_found_initial 0 \
    sequentialPowerShare_pct 47.3 \
    drc 0 \
    fin_crit_ns 3.38 \
    drive_gt1_share_pct 11.4 \
    p_comb_share_pct 10.1 \
    syn_to_final_growth_pct 15.7 \
    io-pin-count 16 \
    r2r_slack_ns 1.00 \
    p_per_area_nw_per_um2 278 \
    async_reset_ff_share_pct 100 \
    grt-ovfl-total 0 \
    initial_utilization_pct 31.3 \
    hpwlAfterDp_um 2940 \
    wl_per_cell_um 12.2 \
    clkLatencyLatePin_ns 0.28 \
    yosysCellCount 221 \
    synth_cells 221 \
    ir_worst_vdd_v 0.000265 \
    rows 30 \
    cts_buffers 5 \
    finalHoldViolations 0 \
    edf_count 0 \
    fin_crit_sh_pct 78.5 \
    initialDrtViolationCount 40 \
    fin_util_pct 36.2 \
    io_buffer_count 15 \
    cts_hold_buf 0 \
    critPathCapture "counter[1]" \
    clk_pin_slew_ns 0.06 \
    cts_tree "yes" \
    slew-limit-headroom_pct 54.6 \
    clock_power_share_pct 42.5 \
    synth_flops 33 \
    warning_count 29 \
    finalInstanceArea_um2 2480 \
    hp-start "prescaler_inst.counter[0]" \
    top_area_cell "dfrtp_1" \
    synthesis.area_um2 2140 \
    antenna_left 0 \
    worstMarginPinSlew_ns 0.672 \
    grt_first_pass_wirelength_um 7140 \
    timing.rr.start "current_bit[0]" \
    worst_path_max_delay_cell "clkdlybuf4s50_1" \
    synth.avg_cell_area_um2 9.69 \
    lay_top_count "dfrtp_1" \
    cp.arrival_ns 3.59 \
    fin_hold_ws_ns 0.511 \
    die_height_um 86.5 \
    yosys_area_um2 2140 \
    status "complete, no violations" \
    p_leak_nw 0.994 \
    yosys.stat.seqShare_pct 38.7 \
    worst_slack_ns 0.923 \
    place_area_um2 2360 \
    setup.worst_path.start "i_on" \
    stdcell_count 332 \
    ys_top_cells_by_area "dfrtp_1, xor2_1, xnor2_1" \
    cts_resized 0 \
    cts_setup_buffers 0 \
    ys_types 47 \
    clock_sinks 33 \
    setup_violations 0 \
    critPathKind "in2reg" \
    switchingPower_mw 0.149 \
    cp.required_ns 4.51 \
    worstPathMaxFanout 14 \
    yosys_warnings 2 \
    p_int_mw 0.540 \
    critPathLaunchType "primary input" \
    avgViaCountPerCell 4.66 \
    r2r_end "counter[1]" \
    max_stage_delay_ns 0.74 \
    maxCapViolCount 0 \
    final_cell_mix "dfrtp_1, nor2_1, xor2_1, xnor2_1, clkdlybuf4s50_1" \
    worstRegToRegCells 10 \
    maxSlewViolCount 0 \
    firstDrtPassIters 4 \
    cts-root-buf "clkbuf_8" \
    synthFlopType "dfrtp_1" \
    worstSetupEndpointType "flop" \
    skew_ns 0.00501 \
    routabilityCongestion 0.833 \
    clock_path_buffers 2 \
    path_cells "clkdlybuf4s50_1, inv_1, o32ai_1, o211ai_1, o41ai_1, a21bo_1, nor2_2" \
    synth_top_area_share_pct 35.1 \
    core_area_um2 6830 \
    dp.cells 324 \
    setup_tns_ns 0 \
    rsz0062_at_grt "false" \
    htree_levels 2 \
    grt_max_degree 34 \
    fmax_mhz 296 \
    hp-class "reg2reg" \
    switching_share_pct 21.6 \
]
==> state kept, by name, summed over array words and instances (netlist names) <==
signal / cells
counter: 8
current_bit: 3
duty_cycle_buff: 8
prescaler_inst.buffer: 7
prescaler_inst.counter: 7
==> power by group through the flow <==
stage	registers [mW]	logic (mW)	clock network, mW
CTS	0.326	0.0708	0.301
global route	0.327	0.0777	0.317
finish	0.326	0.0699	0.293
==> per-layer routing <==
layer	global-route usage [%]	vias up	part of all wire, %	wire, um
li1	-	796	-	-
met1	18.5	726	52	2120
met2	19.3	20	44	1770
met3	2.22	4	2.9	118
met4	1.52	0	1.3	53
met5	0	-	0	0
==> synthesized netlist by cell type (3+ instances only) <==
cell type	instances
o21ai_1	4
o21ai_0	7
dfrtp_1	30
xor2_1	17
nand3_1	8
a21oi_1	8
mux2i_1	3
nor3_1	4
inv_1	9
ha_1	8
nand4_1	4
nor2b_1	4
nor2_1	20
nor3b_1	4
nor2_2	8
clkbuf_1	3
and2_1	8
nand2_1	10
or3_1	4
nor4_1	4
dfstp_2	3
xnor2_1	15
==> critical path: cells and delay by family <==
family                 cells  cell delay [ns]
and+or+nand+nor            1             0.15
buffers and inverters      2             0.98
AOI/OAI and AO/OA          4             1.60
==> cells by family after synthesis <==
group                    Yosys count  synth area share (%)
multiplexers                       5                  3.51
XOR/XNOR                          32                  13.1
AND-OR/OR-AND                     34                  12.0
AND/OR/NAND/NOR                   91                  23.6
flip-flops                        33                  38.7
buffers and inverters             18                  4.32
adder cells (fa/ha/maj)            8                  4.68
==> layout make-up <==
cell class	count	area [um^2]	share of cell area, %
tap	96	120	4.85
clock inverter	1	30.0	1.21
sequential	33	830	33.5
timing repair buffer	16	158	6.37
multi-input combinational	170	1220	49.2
inverter	9	33.8	1.36
clock buffer	7	86.3	3.49
==> worst min-delay path by stage <==
stage                                  endpoint  slack (ns)  depth (start not counted)
after CTS             prescaler_inst.counter[0]        0.52                          1
after global routing  prescaler_inst.counter[0]        0.57                          1
final                 prescaler_inst.counter[0]        0.51                          1
No activity file was given, so power comes from the tool's default toggle rates.
